**constraint.sdc**
```tcl
current_design RE_control

set clk_period 2.5
set clk_io_pct 0.2

create_clock -name clk0 -period $clk_period [get_ports {clk}]

set non_clock_inputs [all_inputs -no_clocks]
set_input_delay [expr $clk_period * $clk_io_pct] -clock clk0 $non_clock_inputs
set_output_delay [expr $clk_period * $clk_io_pct] -clock clk0 [all_outputs]
```
**run.sh**
```bash
#!/bin/bash
# OpenROAD 26Q1-2900-gdf79404cd8, Yosys 0.63+post, stock flow scripts
make -C /OpenROAD-flow-scripts/flow DESIGN_CONFIG=/design/flow/config.mk WORK_HOME=/design/flow/orfs finish
```
**config.mk**
```make
export PLATFORM = sky130hd
export DESIGN_NAME = RE_control
export DESIGN_NICKNAME = RE_control
export VERILOG_FILES = /design/flow/design.v
export SDC_FILE = /design/flow/constraint.sdc
export NUM_CORES = 4
export LEC_CHECK = 1
export CORE_AREA = 10 10 101 101
export DIE_AREA = 0 0 111 111
```
**design.v**
```verilog
`timescale 1us / 1ns
module RE_control(
    input exp_increase,
    input exp_decrease,
    input clk,
    input reset,
    input init,
    output NRE_1,
    output NRE_2,
    output ADC,
    output expose,
    output erase
    );
    parameter [1:0] idle = 2'b00;
    parameter [1:0] exposure = 2'b01;
    parameter [1:0] readout = 2'b10;
    reg [1:0] state;         
    reg [4:0] t_exp;         
    reg [4:0] t_read;        
    reg [4:0] exp_counter ;  
    reg [4:0] read_counter;  
    reg ofv4;                
    reg ofv5;                
    reg NRE_1_r;            
    reg NRE_2_r;
    reg ADC_r;
    reg expose_r;
    reg erase_r;
    reg [2:0] R [9:0];  
    initial begin
        state = idle;
        t_exp = 5;
        t_read = 9;  
        exp_counter = 0;
        read_counter = 0;
        ofv4 = 0;
        ofv5 = 0;
        NRE_1_r = 1;
        NRE_2_r = 1;
        ADC_r = 0;
        expose_r = 0;
        erase_r = 1; 
        R[0] = 3'b110;
        R[1] = 3'b110;
        R[2] = 3'b010;
        R[3] = 3'b011;
        R[4] = 3'b010;
        R[5] = 3'b110;
        R[6] = 3'b100;
        R[7] = 3'b101;
        R[8] = 3'b100;
        R[9] = 3'b110;       
    end
    assign NRE_1 = NRE_1_r;
    assign NRE_2 = NRE_2_r;
    assign ADC = ADC_r;
    assign expose = expose_r;
    assign erase = erase_r; 
    always @(posedge clk) begin
        case (state)
            idle: begin 
                if (init == 1 && reset == 0)
                    state = exposure;  
                else
                    state = idle;
                end
            exposure: begin 
                if (ofv5 == 1)  
                    state = readout;
                else if (reset == 1) 
                    state = idle;
                else 
                    state = exposure;
                end
            readout: begin 
                if (ofv4 == 1 || reset == 1)
                    state = idle;
                else 
                    state = readout;
                end
            default:  begin state = idle; end
        endcase
    end
    always @(posedge clk)
        case (state)
            exposure: begin
                if (exp_counter < t_exp - 1)
                    exp_counter = exp_counter +1;
                else
                    ofv5 = 1;  
                end
            readout: begin
                if (read_counter < t_read )
                    read_counter = read_counter +1;
                else
                    ofv4 = 1;  
                end
            default: begin 
                exp_counter = 0;
                read_counter = 0;
                ofv4 = 0;
                ofv5 = 0;
                end   
        endcase
    always @(posedge clk)
        if ((exp_increase == 1)&& (t_exp < 30 && t_exp >= 2))
            t_exp = t_exp + 1;
        else if((exp_decrease == 1)&& (t_exp <= 30 && t_exp > 2))
            t_exp = t_exp - 1;        
    always @(posedge clk)
        case (state)
        exposure: begin
            NRE_1_r = 1;
            NRE_2_r = 1;
            ADC_r = 0;
            expose_r = 1;
            erase_r = 0;
            end
        readout: begin
            NRE_1_r = R[read_counter][2];
            NRE_2_r = R[read_counter][1];
            ADC_r = R[read_counter][0];
            expose_r = 0;
            erase_r = 0;
            end
        default: begin   
            NRE_1_r = 1;
            NRE_2_r = 1;
            ADC_r = 0;
            expose_r = 0;
            erase_r = 1;
            end
         endcase   
endmodule
```
==> job_summary.md <==
## Implementation flow summary

| Metric | Value |
|---|---|
| Hold-fix buffers at CTS | `0` |
| Fmax | `439 MHz` |
| Global route total overflow | `0` |
| Core area | `8130 µm²` |
| YS warnings | `1` |
| Sequential Power Share | `43.1%` |
| Antenna violations before repair | `0` |
| Sequential share of the synthesized area | `46.2%` |
| Standard-cell row count | `33` |
| Crit path max fanout | `10` |
| Total number of vias | `971` |
| Clock transition at path regs | `90 ps` |
| Worst Hold Depth | `2` |
| Clk latency late pin | `270 ps` |
| Clk pwr share | `18.4%` |
| Max H-tree Level | `1` |
| Post-synth EDFFs | `17` |
| Post-detail-place hpwl | `1810 µm` |
| Yosys chip area | `1410 µm²` |
| Max-Cap Viols | `0` |
| Synth top cell by count | `edfxtp_1` |
| Initial DRC count | `12` |
| Internal | `1.19 mW` |
| Final WS setup | `220 ps` |
| DIE HEIGHT | `111 µm` |
| PostCTS Resize Cnt | `0` |
| Worst endpoint data arrival time | `2240 ps` |
| Worst R2R Path Depth | `6` |
| PortBufs | `9` |
| Worst Hold Class | `flip-flop to flip-flop` |
| Top cells by area | `edfxtp_1 (36%), ha_1 (14%), dfxtp_1 (10%)` |
| Number of top-level pins | `10` |
| Init Core Util | `17.3%` |
| Routed wire length per instance | `10.1 µm` |
| Unique cell types | `33` |
| Outcome | `completed` |
| Syn Std Cell Area | `1410 µm²` |
| Type of origin of the critical path | `flip-flop` |
| Num CTS Buffers | `3` |
| Worst relative slew slack | `74.9%` |
| Vias in the first global route | `992` |
| Worst vdd ir | `0.406 mV` |
| Cycle use final | `91.2%` |
| CP Class | `flip-flop to flip-flop` |
| Synth Flop Type | `edfxtp_1` |
| Ant diodes | `0` |
| Die Wd | `111 µm` |
| 1st-pass router iterations | `4` |
| Area delta synth->final | `18.9%` |
| Fin. max-slew vios | `0` |
| Worst-margin pin slew | `367 ps` |
| Fin Setup TNS | `0 ps` |
| Setup Viol. Count Final | `0` |
| Syn Inst Count | `135` |
| # Cells Yosys | `135` |
| Global-route wire length before repair | `4460 µm` |
| Tmin final | `2280 ps` |
| Antenna viol nets, final | `0` |
| Die footprint | `12300 µm²` |
| TritonCTS clock tree | `done` |
| Clock buffer depth | `2` |
| Clock Sinks | `24` |
| Yosys reg bits | `24` |
| Switching power share of the total | `36.5%` |
| Req. time, crit path | `2460 ps` |
| Area leader share | `36.3%` |
| Post-CTS Setup Bufs | `0` |
| Total GRT Usage | `4.18%` |
| Final setup skew | `2.07 ps` |
| Pin count of the biggest net entering global routing | `15` |
| Power per Cell Area | `1120 nW/µm²` |
| # DRC | `0` |
| Synth cell count leaders | `edfxtp_1 (17), ha_1 (16), inv_1 (13)` |
| Synth async-reset ratio | `0%` |
| Layout Utilization | `20.6%` |
| Biggest area consumer among synthesized cells | `edfxtp_1` |
| RSZ-0062 raised after global routing | `false` |
| Tot Pwr | `1.88 mW` |
| Syn_area_per_cell | `10.4 µm²` |
| Comb pwr share | `38.5%` |
| Pre-CTS setup slack | `245 ps` |
| Tool warnings | `32` |
| Final GP Congestion | `0.830` |
| Crit. End Element | `flip-flop` |
| Via density | `3.92` |
| Layout cell share with drive strength beyond 1 | `5.59%` |
| Fin. Hold Viols | `0` |
| Clock root buffer | `clkbuf_8` |
| Switch Pwr | `0.685 mW` |
| WL final | `2500 µm` |
| Static leakage | `0.647 nW` |
metrics by stage:
| stage | cell area, µm² | hold slack (ps) | cells |
|---|---|---|---|
| global route | 1670 | 624 | 248 |
| floorplan | 1410 | 502 | 135 |
| CTS | 1670 | 572 | 248 |
| finish | 1670 | 563 | 248 |
| global placement | 1600 | 549 | 244 |
| detailed placement | 1600 | 546 | 244 |
worst paths after layout:
check	slack, ps	from	endpoint
worst max-delay path	220	t_exp[0]	exp_counter[3]
worst min-delay path	560	ofv5	state[1]
worst max register to register	220	t_exp[0]	exp_counter[3]
worst min register to register	560	ofv5	state[1]
per-layer routing:
layer	global-route usage [%]	share of wire, %	vias up
li1	-	-	488
met1	5.30	50	466
met2	6.88	46	15
met3	1.42	3.5	2
met4	0.608	0.76	0
met5	0	0	-
cell type report:
cell class | count | area (µm²)
fill | 866 | 6460
clock inverter | 1 | 30.0
multi-input combinational | 91 | 667
timing repair buffer | 11 | 105
tap | 105 | 131
sequential | 24 | 651
clock buffer | 3 | 41.3
inverter | 13 | 48.8
logic make-up after synthesis:
kind of cell	after synthesis	share of synthesized area (%)
AOI/OAI and AO/OA	20	9.69
xor gates and xnor gates	11	6.84
adders and majority gates	16	14.2
buffers and inverters	20	6.40
DFF	24	46.2
muxes	3	2.13
and+or+nand+nor	41	14.5
worst max-delay path, stage by stage (launching register included):
cell       delay (ps)
edfxtp_1          520
nor3_1            350
xnor2_1           170
ha_1              260
a21o_1            190
o2111ai_1         160
and3_1            310
power groups by stage:
stage,clock network [mW],registers (mW),logic [mW]
4_1_cts,0.358,0.809,0.729
5_1_grt,0.371,0.841,0.841
6_report,0.344,0.809,0.723
sequential cells by signal (all words and copies together), names as in the netlist:
signal and count:
exp_counter 5, read_counter 5, t_exp 5, state 2, ADC_r 1, NRE_1_r 1, NRE_2_r 1, erase_r 1
expose_r 1, ofv4 1, ofv5 1
layout by cell type, fill, tap and decap left out:
cell and count:
a2111oi_0 1, a211oi_1 1, a21o_1 1, a21o_2 1, a21oi_1 5, a22oi_1 2, a311o_1 1, a31oi_1 1
and2_1 5, and3_1 2, buf_4 2, bufinv_16 1, clkbuf_8 3, clkdlybuf4s50_1 9, dfxtp_1 7, edfxtp_1 17
ha_1 16, inv_1 13, mux2i_1 3, nand2_1 7, nand3_1 7, nand3b_1 1, nand4_1 2, nor2_1 11
nor2b_1 1, nor3_1 3, nor4b_1 1, o2111ai_1 1, o211ai_1 1, o21ai_0 3, o21ba_2 1, o22ai_1 1
or4_1 1, xnor2_1 6, xor2_1 5
Power figures rest on the tool's default switching activity, not on a simulated workload.
